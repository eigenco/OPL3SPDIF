`flow/design.v`:
```
package opl3_pkg;
	 parameter int CLK_FREQ = 315/88*1e6*4;
	 parameter SAMPLE_FREQ = 315/88*1e6*4/288;
    parameter REG_FILE_ADDRESS_WIDTH = $clog2('hF5);
    parameter REG_FILE_DATA_WIDTH = 8;
    parameter REG_TIMER_WIDTH = 8;
    parameter REG_CONNECTION_SEL_WIDTH = 6;
    parameter REG_MULT_WIDTH = 4;
    parameter REG_FNUM_WIDTH = 10;
    parameter REG_BLOCK_WIDTH = 3;
    parameter REG_WS_WIDTH = 3;
    parameter REG_ENV_WIDTH = 4;
    parameter REG_TL_WIDTH = 6;
    parameter REG_KSL_WIDTH = 2;
    parameter REG_FB_WIDTH = 3;
    parameter SAMPLE_WIDTH = 16;
    parameter DAC_OUTPUT_WIDTH = 24;
    parameter ENV_WIDTH = 9;
    parameter OP_OUT_WIDTH = 13;
    parameter PHASE_ACC_WIDTH = 20;
    parameter AM_VAL_WIDTH = 5;
    parameter ENV_RATE_COUNTER_OVERFLOW_WIDTH = 8;
    parameter CHANNEL_ACCUMULATOR_WIDTH = 19;    
    parameter NUM_BANKS = 2;
    parameter NUM_OPERATORS_PER_BANK = 18;
    parameter NUM_CHANNELS_PER_BANK = 9;
    parameter BANK_NUM_WIDTH = $clog2(NUM_BANKS);
    parameter OP_NUM_WIDTH = $clog2(NUM_OPERATORS_PER_BANK);
    parameter INSTANTIATE_TIMERS = 0;  
    parameter TIMER1_TICK_INTERVAL = 80e-6;   
    parameter TIMER2_TICK_INTERVAL = 320e-6;  
    typedef enum {
        OP_NORMAL,
        OP_BASS_DRUM,
        OP_HI_HAT,
        OP_TOM_TOM,
        OP_SNARE_DRUM,
        OP_TOP_CYMBAL
    } operator_t;
endpackage
`timescale 1ns / 1ps
`default_nettype none  
import opl3_pkg::*;
module ksl_add_rom # (
    KSL_ADD_WIDTH = 8  
) (
    input wire clk,
    input wire [REG_FNUM_WIDTH-1:0] fnum,
    input wire [REG_BLOCK_WIDTH-1:0] block,
    input wire [REG_KSL_WIDTH-1:0] ksl,
    output logic [KSL_ADD_WIDTH-1:0] ksl_add = 0
);
    logic [6:0] rom_out = 0;
    logic signed [KSL_ADD_WIDTH-1:0] tmp0;
    logic signed [KSL_ADD_WIDTH-1:0] tmp1;
    logic [REG_FNUM_WIDTH-6-1:0] fnum_shifted;
    always_comb fnum_shifted = fnum >> 6;
    always_ff @(posedge clk)
        unique case (fnum_shifted)
        0: rom_out <= 0;
        1: rom_out <= 32;
        2: rom_out <= 40;
        3: rom_out <= 45;
        4: rom_out <= 48;
        5: rom_out <= 51;
        6: rom_out <= 53;
        7: rom_out <= 55;
        8: rom_out <= 56;
        9: rom_out <= 58;
        10: rom_out <= 59;
        11: rom_out <= 60;
        12: rom_out <= 61;
        13: rom_out <= 62;
        14: rom_out <= 63;
        15: rom_out <= 64;
        endcase
    always_comb tmp0 = block - 8;            
    always_comb tmp1 = rom_out + (tmp0 << 3);
    always_ff @(posedge clk)
        unique case (ksl)
        0: ksl_add <= 0;
        1: ksl_add <= tmp1 <= 0 ? 0 : tmp1 << 1;
        2: ksl_add <= tmp1 <= 0 ? 0 : tmp1;
        3: ksl_add <= tmp1 <= 0 ? 0 : tmp1 << 2;
        endcase
endmodule
`default_nettype wire   
```
`flow/run.sh`:
```
#!/bin/bash
# OpenROAD 26Q1-2900-gdf79404cd8, Yosys 0.63+post, stock flow scripts
make -C /OpenROAD-flow-scripts/flow DESIGN_CONFIG=/design/flow/config.mk WORK_HOME=/design/flow/orfs finish
```
`flow/config.mk`:
```
export PLATFORM = sky130hd
export DESIGN_NAME = ksl_add_rom
export DESIGN_NICKNAME = ksl_add_rom
export VERILOG_FILES = /design/flow/design.v
export SDC_FILE = /design/flow/constraint.sdc
export NUM_CORES = 4
export LEC_CHECK = 1
export CORE_AREA = 10 10 91 91
export DIE_AREA = 0 0 101 101
```
`flow/constraint.sdc`:
```
current_design ksl_add_rom

set clk_period 2.0
set clk_io_pct 0.2

create_clock -name clk0 -period $clk_period [get_ports {clk}]

set non_clock_inputs [all_inputs -no_clocks]
set_input_delay [expr $clk_period * $clk_io_pct] -clock clk0 $non_clock_inputs
set_output_delay [expr $clk_period * $clk_io_pct] -clock clk0 [all_outputs]
```
==> flow_metrics.tcl <==
# collected from the flow reports
set metrics [dict create \
    cts_buffers 3 \
    drv_slew 0 \
    core-area_um2 6350 \
    fmaxAchievable_mhz 541.6 \
    finalHoldViolCount 0 \
    finalSetupViolCount 0 \
    drtIter0Drc 16 \
    hold_path.class "reg2reg" \
    path_clk_slew_ns 0.06 \
    start_kind "input port" \
    powerDensity_nw_per_um2 660.1 \
    finClkSkew_ns 0.005711 \
    routedWlPerCell_um 9.129 \
    crit_family "AND-OR/OR-AND gates" \
    die_w_um 101 \
    via_per_inst 3.355 \
    post-route-period-util_pct 92.31 \
    ys_area_um2 793.3 \
    dp_slack_ns -0.3386 \
    layout_top_cells "clkdlybuf4s50_1, dfxtp_1, buf_4" \
    r2r_slack_ns 0.26 \
    yosysUniqueCellTypes 31 \
    finalPower_uw 792.1 \
    lay_top_count "clkdlybuf4s50_1" \
    io_pins 24 \
    routabilityCongestion 0.8071 \
    grt_overflow 0 \
    area_growth_pct 51.26 \
    portBuffers 17 \
    ys_seq_share_pct 37.85 \
    worst_slack_ns 0.1537 \
    ant_nets 0 \
    edf_count 0 \
    clock-sinks 15 \
    async_reset_ff_share_pct 0 \
    row_count 29 \
    ys_warn_count 2 \
    ys.flop_type "dfxtp_1" \
    hpwlAfterDp_um 1422 \
    worstSetupPathType "in2reg" \
    drive_gt1_share_pct 26.61 \
    tightestPinTransition_ns 0.3741 \
    maxCapViolCount 0 \
    status "finished, final reports clean" \
    cts_root_buf "clkbuf_8" \
    cts_buffer_depth 2 \
    yosys_register_bits 15 \
    cts_tree "yes" \
    slew_headroom_pct 75.01 \
    dieArea_um2 10200 \
    insertion_delay_ns 0.24 \
    crit_arrival_ns 1.97 \
    vias 624 \
    grt_antenna_before_repair 0 \
    leakage_nw 0.4923 \
    grt_start_max_net_pins 11 \
    ys_cells 79 \
    rsz0062_at_grt "no" \
    drt_drc_violations_left 0 \
    hold_buffers 0 \
    max_stage_delay_ns 0.42 \
    layout_min_cycle_time_ns 1.846 \
    avgSynthCellArea_um2 10.04 \
    finalWirelength_um 1698 \
    irDropWorstVdd_v 0.0004601 \
    critPathCaptureType "flop" \
    fin_hold_ws_ns 0.4439 \
    netlist_area_um2 793.3 \
    regArea_um2 300.3 \
    grt_usage_pct 3.420 \
    n_fill_cell 672 \
    grt_first_pass_wirelength_um 2891 \
    crit_chain "clkdlybuf4s50_1, ha_1, buf_4, a21oi_1, a21boi_0, o311a_1" \
    combGateArea_um2 465.4 \
    critPathMaxFanout 4 \
    synth_cells 79 \
    cts_max_level 1 \
    critPathRequiredTime_ns 2.12 \
    die_height_um 101 \
    drtPass1Iterations 4 \
    num_antenna_cells 0 \
    grt_pass1_vias 617 \
    initCoreUtil_pct 12.49 \
    warnings 34 \
    crit_buf_inv 2 \
    cp_slowest_cell "clkdlybuf4s50_1" \
]
[metal layers]
layer / GRT usage (%) / vias up / part of all wire, %
met5: 0 / - / 0
met4: 0.4287 / 0 / 1.2
met3: 1.802 / 2 / 12
met2: 5.061 / 16 / 39
met1: 4.448 / 268 / 48
li1: - / 338 / -
[cell families after synthesis]
family	count (synthesis)	share of synthesized area, %
flip-flops	15	37.86
adder cells (fa/ha/maj)	8	13.56
AND/OR/NAND/NOR	20	11.99
buffers and inverters	9	5.363
multiplexers	7	11.36
XOR/XNOR	1	1.104
AND-OR/OR-AND	19	18.77
[per-stage QoR]
step	setup TNS [ns]	util [%]	cells	cell area, µm²
after detailed placement	-1.354	17.85	182	1134
after floorplan	0	-	79	793.3
final	0	18.90	186	1200
after global routing	0	18.90	186	1200
after CTS	0	18.70	186	1187
after global placement	-1.349	17.85	182	1134
[cells in the mapped netlist (2+ instances only)]
master	count	area, µm²
a21o_1	2	15.01
nor2b_1	2	12.51
inv_1	5	18.77
nand3_1	2	10.01
dfxtp_1	15	300.3
clkbuf_1	2	7.510
nand2_1	5	18.77
mux2_2	6	67.56
nor2_1	7	26.28
ha_1	7	87.58
a22oi_1	4	30.03
a21oi_1	3	15.01
[path summary, 6_finish.rpt]
path	cells after the start	from	end
max reg2reg	5	rom_out[3]	ksl_add[6]
min reg2reg	2	rom_out[0]	ksl_add[0]
max	6	block[2]	ksl_add[7]
min	2	rom_out[0]	ksl_add[0]
[power breakdown]
group          total [mW]  switching (mW)  internal, mW
Combinational       0.213          0.0802         0.132
Clock               0.241           0.101         0.140
Sequential          0.339          0.0116         0.327
[timing repair]
item / in CTS / in global routing
pin swaps: 0 / 2
gates resized: 2 / 2
buffers inserted: 0 / 0
endpoints found under the setup margin: 2 / 1
[worst register-to-register path, delay by kind of cell (launching register included)]
family	cells	cell delay, ns
adder cells (fa/ha/maj)	2	0.57
flip-flops	1	0.33
multiplexers	1	0.28
AND-OR/OR-AND	1	0.26
XOR/XNOR	1	0.19
[sequential cells by signal, summed over array words and instances, names as in the netlist]
name,flops
rom_out,7
ksl_add,8
[layout make-up]
| cell class | instances | share of cell area [%] |
|---|---|---|
| Multi-Input combinational cell | 55 | 38.79 |
| Inverter | 5 | 1.564 |
| Sequential cell | 15 | 25.03 |
| Tap cell | 77 | 8.029 |
| Clock buffer | 3 | 3.441 |
| Clock inverter | 1 | 0.6257 |
| Timing Repair Buffer | 30 | 22.52 |
