==> flow/design.v <==
package opl3_pkg;
	 parameter int CLK_FREQ = 315/88*1e6*4;
	 parameter SAMPLE_FREQ = 315/88*1e6*4/288;
    parameter REG_FILE_ADDRESS_WIDTH = $clog2('hF5);
    parameter REG_FILE_DATA_WIDTH = 8;
    parameter REG_TIMER_WIDTH = 8;
    parameter REG_CONNECTION_SEL_WIDTH = 6;
    parameter REG_MULT_WIDTH = 4;
    parameter REG_FNUM_WIDTH = 10;
    parameter REG_BLOCK_WIDTH = 3;
    parameter REG_WS_WIDTH = 3;
    parameter REG_ENV_WIDTH = 4;
    parameter REG_TL_WIDTH = 6;
    parameter REG_KSL_WIDTH = 2;
    parameter REG_FB_WIDTH = 3;
    parameter SAMPLE_WIDTH = 16;
    parameter DAC_OUTPUT_WIDTH = 24;
    parameter ENV_WIDTH = 9;
    parameter OP_OUT_WIDTH = 13;
    parameter PHASE_ACC_WIDTH = 20;
    parameter AM_VAL_WIDTH = 5;
    parameter ENV_RATE_COUNTER_OVERFLOW_WIDTH = 8;
    parameter CHANNEL_ACCUMULATOR_WIDTH = 19;    
    parameter NUM_BANKS = 2;
    parameter NUM_OPERATORS_PER_BANK = 18;
    parameter NUM_CHANNELS_PER_BANK = 9;
    parameter BANK_NUM_WIDTH = $clog2(NUM_BANKS);
    parameter OP_NUM_WIDTH = $clog2(NUM_OPERATORS_PER_BANK);
    parameter INSTANTIATE_TIMERS = 0;  
    parameter TIMER1_TICK_INTERVAL = 80e-6;   
    parameter TIMER2_TICK_INTERVAL = 320e-6;  
    typedef enum {
        OP_NORMAL,
        OP_BASS_DRUM,
        OP_HI_HAT,
        OP_TOM_TOM,
        OP_SNARE_DRUM,
        OP_TOP_CYMBAL
    } operator_t;
endpackage
`timescale 1ns / 1ps
`default_nettype none   
import opl3_pkg::*;
module calc_phase_inc (
    input wire clk,
    input wire sample_clk_en,
    input wire [BANK_NUM_WIDTH-1:0] bank_num,
    input wire [OP_NUM_WIDTH-1:0] op_num,                    
    input wire [REG_FNUM_WIDTH-1:0] fnum,
    input wire [REG_MULT_WIDTH-1:0] mult,
    input wire [REG_BLOCK_WIDTH-1:0] block,
    input wire vib,
    input wire dvb,
    input wire [ENV_WIDTH-1:0] env,
    output logic signed [PHASE_ACC_WIDTH-1:0] phase_inc = 0
);   
    logic signed [PHASE_ACC_WIDTH-1:0] pre_mult;
    logic signed [PHASE_ACC_WIDTH-1:0] post_mult = 0;
    wire signed [REG_FNUM_WIDTH-1:0] vib_val;
    always_comb pre_mult = fnum << block;
    always_ff @(posedge clk)
        unique case (mult)
        'h0: post_mult <= pre_mult >> 1;
        'h1: post_mult <= pre_mult;
        'h2: post_mult <= pre_mult*2;
        'h3: post_mult <= pre_mult*3;
        'h4: post_mult <= pre_mult*4;
        'h5: post_mult <= pre_mult*5;
        'h6: post_mult <= pre_mult*6;
        'h7: post_mult <= pre_mult*7;
        'h8: post_mult <= pre_mult*8;
        'h9: post_mult <= pre_mult*9;
        'hA: post_mult <= pre_mult*10;
        'hB: post_mult <= pre_mult*10;
        'hC: post_mult <= pre_mult*12;
        'hD: post_mult <= pre_mult*12;
        'hE: post_mult <= pre_mult*15;
        'hF: post_mult <= pre_mult*15;
        endcase
    always_comb
        if (vib)
            phase_inc = post_mult + vib_val;
        else
            phase_inc = post_mult;
    vibrato vibrato (
		  .vib_val(vib_val),
        .*
    );
endmodule
`default_nettype wire   
`timescale 1ns / 1ps
`default_nettype none   
import opl3_pkg::*;
module vibrato (
    input wire clk,
    input wire sample_clk_en,
    input wire [BANK_NUM_WIDTH-1:0] bank_num,
    input wire [OP_NUM_WIDTH-1:0] op_num,            
    input wire [REG_FNUM_WIDTH-1:0] fnum,
    input wire vib,
    input wire dvb,    
    output logic [REG_FNUM_WIDTH-1:0] vib_val
);
    localparam VIBRATO_INDEX_WIDTH = 13;
    logic [VIBRATO_INDEX_WIDTH-1:0] vibrato_index = '0;
    logic [REG_FNUM_WIDTH-1:0] delta0;
    logic [REG_FNUM_WIDTH-1:0] delta1;
    logic [REG_FNUM_WIDTH-1:0] delta2;
    always_ff @(posedge clk)
        if (sample_clk_en)
            vibrato_index <= vibrato_index + 1;
    always_comb delta0 = fnum >> 7;
    always_comb delta1 = ((vibrato_index >> 10) & 3) == 3 ? delta0 >> 1 : delta0;
    always_comb delta2 = !dvb ? delta1 >> 1 : delta1;
    always_ff @(posedge clk)
        vib_val <= ((vibrato_index >> 10) & 4) != 0 ? ~delta2 : delta2;
endmodule
`default_nettype wire   
==> flow/run.sh <==
#!/bin/bash
# OpenROAD 26Q1-2900-gdf79404cd8, Yosys 0.63+post, stock flow scripts
make -C /OpenROAD-flow-scripts/flow DESIGN_CONFIG=/design/flow/config.mk WORK_HOME=/design/flow/orfs finish
==> flow/config.mk <==
export PLATFORM = sky130hd
export DESIGN_NAME = calc_phase_inc
export DESIGN_NICKNAME = calc_phase_inc
export VERILOG_FILES = /design/flow/design.v
export SDC_FILE = /design/flow/constraint.sdc
export NUM_CORES = 4
export LEC_CHECK = 1
export CORE_UTILIZATION = 50
==> flow/constraint.sdc <==
current_design calc_phase_inc

set clk_period 13.1
set clk_io_pct 0.2

create_clock -name clk0 -period $clk_period [get_ports {clk}]

set non_clock_inputs [all_inputs -no_clocks]
set_input_delay [expr $clk_period * $clk_io_pct] -clock clk0 $non_clock_inputs
set_output_delay [expr $clk_period * $clk_io_pct] -clock clk0 [all_outputs]
==> results.py <==
# Flow results
metrics = {
    "clock_tree": {
        "root_buffer": "clkbuf_16",
        "tritoncts": "done",
        "holdBufCountCts": 0,
        "clk_latency_ns": 0.28,
        "ctsResizeCount": 0,
        "cts_sinks": 37,
        "cts_made_buffers": 5,
        "clkSlewWorstSetupHoldPaths_ns": 0.06,
        "h-tree-depth": 2,
        "cts_setup_buffers": 0,
        "clockBufferDepth": 2,
    },
    "floorplanning": {
        "io_pins": 56,
        "rows": 49,
        "die_width_microns": 139,
        "die_area_sq_um": 19400,
        "fp_util_pct": 51.7,
        "die_y_microns": 139,
        "core_area_sq_um": 18200,
    },
    "setup_path": {
        "start_kind": "input port",
        "end_kind": "register",
        "r2r-start": "vibrato.vibrato_index[0]",
        "crit_path_max_fanout": 18,
        "path_class": "in -> reg",
        "r2r_setup_slack_ns": 11.58,
        "required_ns": 13.24,
        "worstReg2RegEnd": "vibrato.vibrato_index[12]",
        "reg2reg_depth": 5,
        "arrival_ns": 8.96,
    },
    "detailed_routing": {
        "drc": 0,
        "drtIter0Drc": 642,
        "viasPerCell": 6.32,
        "drt-wirelength-per-cell_microns": 20.6,
        "ant_nets": 0,
        "num_vias": 9159,
        "drt_wl_total_microns": 29800,
        "drt-pass1-iter-count": 27,
    },
    "hold_path": {
        "hp-start": "vibrato.vibrato_index[12]",
        "hold_depth": 0,
        "hp-class": "reg -> reg",
        "hold_path_end": "vibrato.vib_val[8]",
    },
    "power_and_ir_drop": {
        "seq_power_share_pct": 11.0,
        "switching_share_pct": 50.3,
        "peakVddDrop_v": 0.000145,
        "p_int_mw": 0.726,
        "pwr-share-clk_pct": 8.7,
        "power_per_cell_area_nw_per_um2": 143,
        "p_comb_share_pct": 80.3,
        "p_total_mw": 1.46,
        "total_leakage_power_nw": 4.64,
        "switchingPower_mw": 0.735,
    },
    "logic_synthesis": {
        "synth.yosys.num_cells": 1195,
        "syn_area_per_cell_sq_um": 7.87,
        "ys_seq_share_pct": 9.26,
        "synth-seq-cells": 37,
        "synth-edff-count": 13,
        "ys_chip_area_sq_um": 9410,
        "ff_type": "dfxtp_1",
        "yosysWarnings": 3,
        "top_area_share_pct": 19.3,
        "synth_top_cell_by_area": "ha_1",
        "synthesis.area_sq_um": 9410,
        "synth_async_sr_flop_share_pct": 0,
        "topCellsByArea": "ha_1, fa_1, xnor2_1, a21oi_1, dfxtp_1",
        "synth_cells": 1195,
        "yosys.cell_types.count": 81,
    },
    "placement": {
        "globalplace.congestion": 1.00,
        "dp_slack_ns": 4.08,
        "place_area_sq_um": 10100,
        "dp_cells": 1441,
        "dp_hpwl_microns": 24200,
        "portBuffers": 40,
    },
    "final_timing": {
        "timing.fmax_mhz": 113,
        "slew_viol_final": 0,
        "setup_tns_ns": 0,
        "finalSetupViolations": 0,
        "fin_skew_ns": 0.00336,
        "hold_ws_ns": 0.572,
        "hold_viol_final": 0,
        "fin_crit_sh_pct": 67.4,
        "slew_headroom_pct": 36.2,
        "rsz0062_at_grt": "false",
        "fin_ws_ns": 4.28,
        "finalCriticalPeriod_ns": 8.82,
        "tightest_slew_ns": 0.945,
    },
    "global_route": {
        "grt_pass1_wl_microns": 47900,
        "grt_pass1_vias": 8695,
        "antenna_found_initial": 1,
        "grt_use_total_pct": 32.6,
        "grt_max_degree": 25,
        "overflow": 0,
    },
    "layout": {
        "instances_no_fill": 1450,
        "finalCoreUtilization_pct": 56.2,
        "syn_to_final_growth_pct": 8.74,
        "post_route_cells_drive_above_1_share_pct": 6.31,
        "fin_area_sq_um": 10200,
    },
    "run": {
        "tool_warnings": 45,
        "maxCapViolCount": 0,
    },
    "status": {
        "status": "completed",
    },
}
[worst max-delay path, cell delays in order]
cell,delay [ns]
clkdlybuf4s50_1,0.45
buf_4,0.26
mux2_2,0.40
nor2_1,0.09
a211oi_1,0.07
a21oi_2,0.41
inv_1,0.38
ha_1,0.42
inv_1,0.06
fa_1,0.51
inv_1,0.07
fa_1,0.46
ha_1,0.37
a21o_1,0.18
a21o_1,0.22
a211oi_1,0.48
o21ai_0,0.29
a31oi_1,0.27
xor2_1,0.33
nor2_1,0.07
a2111oi_0,0.37
o211ai_1,0.16
[registers in the layout, indices dropped and copies added, names as in the netlist]
| signal | count |
|---|---|
| vibrato.vib_val | 4 |
| vibrato.vibrato_index | 13 |
| post_mult | 20 |
[cell type report]
type / count / area (sq um)
multi-input combinational: 1014 / 7990
timing repair buffer: 56 / 520
clock buffer: 6 / 150
tap: 229 / 287
antenna: 1 / 2.50
inverter: 105 / 394
fill: 1734 / 7980
clock inverter: 2 / 16.3
sequential: 37 / 871
[synth_stat cells (all sizes together) (27+ instances only)]
library cell / instances
xnor2: 59
nand2: 81
xor2: 30
inv: 105
nor3: 27
o22ai: 30
o21ai: 66
ha: 145
nand3: 32
clkbuf: 35
fa: 35
nor2: 68
a21oi: 102
[power groups by stage]
stage | Combinational, mW | Sequential [mW] | Clock (mW)
CTS | 1.16 | 0.162 | 0.130
global route | 1.31 | 0.165 | 0.135
finish | 1.17 | 0.161 | 0.127
[layer usage]
metal  wire [microns]  global-route usage [%]  vias up
li1                 -                       -     4501
met1            13700                    49.8     4241
met2            12600                    47.8      371
met3             2910                    8.23       46
met4              615                    4.97        0
met5                0                       0        -
[kinds of logic (layout without fill, tap and decap cells)]
| logic type | count (synthesis) | in the layout | synth area share [%] |
|---|---|---|---|
| AND-OR/OR-AND | 392 | 392 | 27.9 |
| AND/OR/NAND/NOR | 307 | 307 | 16.0 |
| adder cells (fa/ha/maj) | 180 | 180 | 26.7 |
| buffers and inverters | 144 | 169 | 5.88 |
| XOR/XNOR | 89 | 89 | 8.29 |
| multiplexers | 46 | 46 | 5.95 |
| flip-flops | 37 | 37 | 9.26 |
| other | 0 | 1 | 0 |
[worst max-delay path by stage]
stage	start	to	slack [ns]	cells past startpoint
CTS	block[0]	post_mult[18]	4.33	22
global route	block[0]	post_mult[18]	3.90	22
finish	block[0]	post_mult[18]	4.28	22
[placed cells by master, fill, tap and decap left out, drive strengths merged, types with 6 or more instances in the layout]
cell           instances
ha                   145
inv                  105
a21oi                102
nand2                 81
nor2                  68
o21ai                 66
xnor2                 59
clkdlybuf4s50         40
fa                    35
nand3                 32
xor2                  30
o22ai                 30
nor3                  27
a21o                  24
dfxtp                 24
mux2                  23
a211oi                23
a22oi                 22
nor2b                 18
nand2b                18
mux2i                 18
buf                   16
edfxtp                13
nor4                  12
o211ai                12
o21a                  11
and3                  10
or3                   10
o21bai                10
a31oi                 10
o221ai                 9
a221oi                 9
and2                   9
o31ai                  7
clkbuf                 6
o2111ai                6
a2111oi                6
Power and IR drop assume default switching activity.
