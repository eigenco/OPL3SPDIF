===== flow/design.v =====
package opl3_pkg;
	 parameter int CLK_FREQ = 315/88*1e6*4;
	 parameter SAMPLE_FREQ = 315/88*1e6*4/288;
    parameter REG_FILE_ADDRESS_WIDTH = $clog2('hF5);
    parameter REG_FILE_DATA_WIDTH = 8;
    parameter REG_TIMER_WIDTH = 8;
    parameter REG_CONNECTION_SEL_WIDTH = 6;
    parameter REG_MULT_WIDTH = 4;
    parameter REG_FNUM_WIDTH = 10;
    parameter REG_BLOCK_WIDTH = 3;
    parameter REG_WS_WIDTH = 3;
    parameter REG_ENV_WIDTH = 4;
    parameter REG_TL_WIDTH = 6;
    parameter REG_KSL_WIDTH = 2;
    parameter REG_FB_WIDTH = 3;
    parameter SAMPLE_WIDTH = 16;
    parameter DAC_OUTPUT_WIDTH = 24;
    parameter ENV_WIDTH = 9;
    parameter OP_OUT_WIDTH = 13;
    parameter PHASE_ACC_WIDTH = 20;
    parameter AM_VAL_WIDTH = 5;
    parameter ENV_RATE_COUNTER_OVERFLOW_WIDTH = 8;
    parameter CHANNEL_ACCUMULATOR_WIDTH = 19;    
    parameter NUM_BANKS = 2;
    parameter NUM_OPERATORS_PER_BANK = 18;
    parameter NUM_CHANNELS_PER_BANK = 9;
    parameter BANK_NUM_WIDTH = $clog2(NUM_BANKS);
    parameter OP_NUM_WIDTH = $clog2(NUM_OPERATORS_PER_BANK);
    parameter INSTANTIATE_TIMERS = 0;  
    parameter TIMER1_TICK_INTERVAL = 80e-6;   
    parameter TIMER2_TICK_INTERVAL = 320e-6;  
    typedef enum {
        OP_NORMAL,
        OP_BASS_DRUM,
        OP_HI_HAT,
        OP_TOM_TOM,
        OP_SNARE_DRUM,
        OP_TOP_CYMBAL
    } operator_t;
endpackage
module spdif_core
(
    input           clk_i,
    input           rst_i,
    input           bit_out_en_i,
    output          spdif_o,
	 input [63:0]    sample_i,  
    output reg      sample_req_o
);
reg signed [16:0]  audio_sample_q;
reg [8:0]   subframe_count_q;
reg         load_subframe_q;
reg [7:0]   preamble_q;
wire [31:0] subframe_w;
reg [5:0]   bit_count_q;
reg         bit_toggle_q;
reg         spdif_out_q;
reg [5:0]   parity_count_q;
always @ (posedge rst_i or posedge clk_i )
begin
    if (rst_i == 1'b1)
        subframe_count_q    <= 9'd0;
    else if (load_subframe_q)
    begin
        if (subframe_count_q == 9'd383)
            subframe_count_q <= 9'd0;
        else
            subframe_count_q <= subframe_count_q + 9'd1;
    end
end
reg signed [16:0] sample_buf_q;
always @ (posedge rst_i or posedge clk_i )
begin
   if (rst_i == 1'b1)
   begin
        audio_sample_q      <= 16'h0000;
        sample_buf_q        <= 16'h0000;
        sample_req_o        <= 1'b0;
   end
   else if (load_subframe_q)
   begin
        if (subframe_count_q[0] == 1'b0)
        begin
				audio_sample_q <= sample_i[15:0] + sample_i[31:16];
				sample_buf_q <= sample_i[47:32] + sample_i[63:48];
            sample_req_o <= 1'b1;
        end
        else
        begin
            audio_sample_q <= sample_buf_q;
            sample_req_o <= 1'b0;
        end
   end
   else
        sample_req_o <= 1'b0;
end
assign subframe_w[3:0] = 4'b0000;
assign subframe_w[7:4] = 4'b0000;
assign subframe_w[10:8] = 3'b000;
assign subframe_w[27:11] = audio_sample_q;  
assign subframe_w[28] = 1'b0;  
assign subframe_w[29] = 1'b0;
assign subframe_w[30] = 1'b0;
assign subframe_w[31] = 1'b0;
localparam PREAMBLE_Z = 8'b00010111;
localparam PREAMBLE_Y = 8'b00100111;
localparam PREAMBLE_X = 8'b01000111;
reg [7:0] preamble_r;
always @ *
begin
    if (subframe_count_q == 9'd0)
        preamble_r = PREAMBLE_Z;  
    else if (subframe_count_q[0] == 1'b1)
        preamble_r = PREAMBLE_Y;  
    else
        preamble_r = PREAMBLE_X;  
end
always @ (posedge rst_i or posedge clk_i )
if (rst_i == 1'b1)
    preamble_q  <= 8'h00;
else if (load_subframe_q)
    preamble_q  <= preamble_r;
always @ (posedge rst_i or posedge clk_i )
begin
   if (rst_i == 1'b1)
   begin
        parity_count_q  <= 6'd0;
   end
   else if (bit_out_en_i)
   begin
        if (bit_count_q < 6'd8)
        begin
            parity_count_q  <= 6'd0;
        end
        else if (bit_count_q < 6'd62)
        begin
            if (bit_count_q[0] == 0 && subframe_w[bit_count_q / 2] == 1'b1)
                parity_count_q <= parity_count_q + 6'd1;
        end
   end
end
always @ (posedge rst_i or posedge clk_i)
begin
    if (rst_i == 1'b1)
    begin
        bit_count_q     <= 6'b0;
        load_subframe_q <= 1'b1;
    end
    else if (bit_out_en_i)
    begin
        if (bit_count_q == 6'd63)
        begin
            bit_count_q     <= 6'd0;
            load_subframe_q <= 1'b1;
        end
        else
        begin
            bit_count_q     <= bit_count_q + 6'd1;
            load_subframe_q <= 1'b0;
        end
    end
    else
        load_subframe_q <= 1'b0;
end
always @ (posedge rst_i or posedge clk_i)
if (rst_i == 1'b1)
    bit_toggle_q    <= 1'b0;
else if (bit_out_en_i)
    bit_toggle_q <= ~bit_toggle_q;
reg bit_r;
always @ *
begin
    bit_r = spdif_out_q;
    if (bit_out_en_i)
    begin
        if (bit_count_q < 6'd8)
        begin
            bit_r = preamble_q[bit_count_q[2:0]];
        end
        else if (bit_count_q < 6'd62)
        begin
            if (subframe_w[bit_count_q / 2] == 1'b0)
            begin
                if (bit_toggle_q == 1'b0)
                    bit_r = ~spdif_out_q;
                else
                    bit_r = spdif_out_q;
            end
            else
                bit_r = ~spdif_out_q;
        end
        else
        begin
            if (parity_count_q[0] == 1'b0)
            begin
                if (bit_toggle_q == 1'b0)
                    bit_r = ~spdif_out_q;
                else
                    bit_r = spdif_out_q;
            end
            else
                bit_r = ~spdif_out_q;
        end
    end
end
always @ (posedge rst_i or posedge clk_i )
if (rst_i == 1'b1)
    spdif_out_q <= 1'b0;
else
    spdif_out_q <= bit_r;
assign spdif_o  = spdif_out_q;
endmodule

===== flow/config.mk =====
export PLATFORM = sky130hd
export DESIGN_NAME = spdif_core
export DESIGN_NICKNAME = spdif_core
export VERILOG_FILES = /design/flow/design.v
export SDC_FILE = /design/flow/constraint.sdc
export NUM_CORES = 4
export LEC_CHECK = 1
export CORE_UTILIZATION = 40

===== flow/constraint.sdc =====
current_design spdif_core

set clk_period 3.4
set clk_io_pct 0.2

create_clock -name clk0 -period $clk_period [get_ports {clk_i}]

set non_clock_inputs [all_inputs -no_clocks]
set_input_delay [expr $clk_period * $clk_io_pct] -clock clk0 $non_clock_inputs
set_output_delay [expr $clk_period * $clk_io_pct] -clock clk0 [all_outputs]

===== flow/run.sh =====
#!/bin/bash
# OpenROAD 26Q1-2900-gdf79404cd8, Yosys 0.63+post, stock flow scripts
make -C /OpenROAD-flow-scripts/flow DESIGN_CONFIG=/design/flow/config.mk WORK_HOME=/design/flow/orfs finish

==> out/qor.yml <==
grt_max_degree: 36
final_antenna_net_count: 0
finalClockSkew_ns: 0.009355
cpMostUsedCell: "a21oi_1"
critical-path-slowest-cell: "fa_1"
crit_start: "sample_i[32]"
ys.flops: 58
vias_per_cell: 5.154
core_mm2: 0.009774
worst-path-buf-inv: 1
antenna_found_initial: 0
yosys-stat-area_mm2: 0.004025
areaGrowthSynthToFinish_pct: 24.71
max_slew_margin_pct: 64.08
warnings: 26
required_ns: 3.61
max-cap-violations: 0
cts_resized: 0
fin_util_pct: 51.36
p_per_area_mw_per_mm2: 468.9
syn_area_per_cell_um2: 8.945
r2r_start: "bit_count_q[1]"
cts_hold_buf: 0
leakagePower_nw: 2.144
cp.arrival_ns: 3.07
grt_usage_pct: 18.41
final_cell_mix: "clkdlybuf4s50_1 (68), nand2_1 (58), dfrtp_1 (57)"
dp_slack_ns: 0.1893
instances_no_fill: 654
max_stage_delay_ns: 0.42
synthCells: 450
route.detailed.drc: 0
slew_violations: 0
place_inst: 639
grt_pass1_vias: 3209
finalCritPeriodShare_pct: 83.95
synth_cell_types: 52
path_cells: "clkdlybuf4s50_1 -> ha_1 -> fa_1 -> a21o_1 -> a31oi_1 -> nor4_1 -> a211oi_1 -> a21oi_1 -> a21oi_1 -> o21ai_0"
setup_viol: 0
ys_cells: 450
cp-start-kind: "primary input"
clkTransAtPathRegs_ns: 0.07
syn_area_mm2: 0.004025
dr.pass1.iters: 4
r2r_slack_ns: 1.18
cp_num_cells: 10
die_y_um: 102.3
dp_hpwl_um: 6817
cp_max_fo: 3
grt_first_pass_wirelength_um: 14840
clock-root-buffer: "clkbuf_8"
wl_per_cell_um: 13.62
critical_path_class: "primary input to flip-flop"
gp_congestion: 0.9064
peakVddDrop_mv: 0.2255
yosys_most_used_dff: "dfrtp_1"
fp_util_pct: 41.18
layout-drive-gt1-share_pct: 7.294
fin_ws_ns: 0.5458
min_period_ns: 2.854
numCtsBuffers: 9
outcome: "finished, final reports clean"
rsz0062_at_grt: "false"
ys_warn_count: 2
drt-initial-drc-count: 142
finalHoldViolations: 0
numClockSinks: 58
die_w_um: 102.3
vias: 3371
regToRegEndpoint: "spdif_out_q"
fin_setup_tns_ns: 0
min_path_type: "flip-flop to flip-flop"
yosysSeqAreaShare_pct: 36.09
hold_ws_ns: 0.4621
tightest_slew_ns: 0.5347
critical_path.top_delay_family: "AND-OR/OR-AND gates"
numPortBuffers: 68
synthArstFlopShare_pct: 100.0
critPathCapture: "sample_buf_q[16]"
die_area_mm2: 0.01047
finalWirelength_um: 8907
cts_tree: "done"
overflow: 0
insertion_delay_ns: 0.33
rows: 36
cts_buffer_depth: 2
diodes: 0
reg2regPathDepth: 6
layout_top_cell: "clkdlybuf4s50_1"
end_kind: "flip-flop"
max_freq_mhz: 350.4
postCtsSetupBuffers: 0
synth-edff-count: 0
htreeDepth: 3
ios: 69
[worst reg2reg max path, stage by stage (launching register included)]
cell and delay (ns):
dfrtp_1 0.68, mux4_2 0.56, or3_1 0.31, o211ai_1 0.14
nand3_1 0.14, mux2i_1 0.16, o221ai_1 0.11
[logic make-up (layout without fill, tap and decap cells)]
kind of cell	after synthesis	in the layout	synth area share (%)
AOI/OAI and AO/OA	133	133	21.17
muxes	17	17	5.315
DFF	58	58	36.09
xor gates and xnor gates	32	32	6.963
and+or+nand+nor	140	140	15.48
adders and majority gates	37	37	11.87
buffers and inverters	33	104	3.108
[metal layers]
layer / global-route usage (%) / share of wire (%) / vias to the layer above
li1: - / - / 1754
met1: 27.58 / 48 / 1537
met2: 29.79 / 46 / 69
met3: 2.295 / 4.5 / 11
met4: 3.077 / 1.1 / 0
met5: 0 / 0 / -
[registers in the layout, indices dropped and copies added, names as in the netlist]
name and count:
bit_toggle_q 1, parity_count_q 1, audio_sample_q 17, subframe_count_q 9
preamble_q 4, sample_buf_q 17, load_subframe_q 1, spdif_out_q 1
bit_count_q 6, sample_req_o 1
[report_power, final]
| group | total, W | internal [W] | switching (W) |
|---|---|---|---|
| Sequential | 0.000991 | 0.000823 | 0.000167 |
| Clock | 0.000568 | 0.000300 | 0.000269 |
| Combinational | 0.000795 | 0.000424 | 0.000371 |
[per-stage QoR]
step / instance area, µm² / total power (W)
after floorplan: 4025 / 0.001550
after global placement: 4848 / 0.001794
after detailed placement: 4848 / 0.001800
after CTS: 5020 / 0.002370
after global routing: 5020 / 0.002520
final: 5020 / 0.002354
[final cells by class]
cell class	instances	area, µm²
timing repair buffer	74	725.7
fill	946	4755
clock inverter	2	12.51
sequential	58	1453
clock buffer	13	158.9
multi-input combinational	359	2447
tap	133	166.4
inverter	15	56.30
[how the worst min path moves through the flow]
stage,start,end,slack (ns),depth (start not counted)
6_report,bit_toggle_q,bit_toggle_q,0.46,1
5_1_grt,bit_toggle_q,bit_toggle_q,0.48,1
4_1_cts,bit_toggle_q,bit_toggle_q,0.47,1
[cell usage after synthesis, drive strengths merged (6+ instances only)]
cell,number,share of area (%)
a21o,10,1.9
xnor2,14,3.0
a211oi,8,1.6
nor2,40,3.7
nand2,58,5.4
nand4,6,0.93
nand3,11,1.4
o211ai,6,1.1
mux2i,9,2.2
xor2,18,3.9
a21oi,32,4.0
o21ai,41,5.2
ha,35,11
o21a,6,1.1
inv,15,1.4
dfrtp,57,35
clkbuf,16,1.5
a31oi,8,1.2
Power and IR drop assume default switching activity.
